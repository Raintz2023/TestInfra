$ cat ./constraint.sdc
current_design Ate

set clk_period 32.7
set clk_io_pct 0.2

create_clock -name clk0 -period $clk_period [get_ports {CLK}]

set non_clock_inputs [all_inputs -no_clocks]
set_input_delay [expr $clk_period * $clk_io_pct] -clock clk0 $non_clock_inputs
set_output_delay [expr $clk_period * $clk_io_pct] -clock clk0 [all_outputs]
$ cat ./design.v
module Ate (
    input  wire       CLK,
    input  wire       RST_N,
    input  wire       R,
    input  wire       W,
    input  wire [7:0] ADDR,
    input  wire       MRW,
    input  wire       MRR, 
    input  wire [7:0] MR_IN,
    input  wire       STRB,
    input  wire       STRB_SHIFT,
    input  wire [4:0] STRB_BACK, 
    input  wire [4:0] STRB_FRONT,
    input  wire [7:0] DQ_IN,
    input  wire       DRIV,
    input  wire       DRIV_SHIFT,
    input  wire [4:0] DRIV_FRONT,
    output wire       DQ_IE,
    output wire [7:0] DQ_OUT,
    output wire       DQ_OE,
    output wire       DQ_OUT_VALID,
    output wire [7:0] MR_OUT,
    output wire [7:0] STRB_DATA,
    output wire       STRB_VALID,
    output wire       DRIV_VALID,
    output wire [7:0] DQ_IN_DELAY,
    output reg  [4:0] STRB_CNTS,
    output reg  [7:0] OUT_REG [0:31]
);
    Dram u_dram (
        .CLK    (CLK),
        .RST_N  (RST_N),
        .R      (R),
        .W      (W),
        .ADDR   (ADDR),
        .MR_IN  (MR_IN),
        .DRIV_VALID   (DRIV_VALID),
        .DQ_IN_DELAY  (DQ_IN_DELAY),
        .DQ_IE  (DQ_IE),
        .MRW    (MRW),
        .MRR    (MRR),
        .MR_OUT (MR_OUT),
        .DQ_OUT (DQ_OUT),
        .DQ_OE  (DQ_OE),
        .DQ_OUT_VALID   (DQ_OUT_VALID)
    );
    Sampler u_samp (
        .CLK       (CLK),
        .RST_N     (RST_N),
        .DQ_OUT    (DQ_OUT),
        .DQ_OUT_VALID   (DQ_OUT_VALID),
        .STRB      (STRB),
        .STRB_SHIFT     (STRB_SHIFT),
        .STRB_BACK (STRB_BACK),
        .STRB_FRONT(STRB_FRONT),
        .STRB_DATA (STRB_DATA),
        .STRB_VALID(STRB_VALID)
    );
    Out_Register u_out_reg (
        .CLK       (CLK),
        .RST_N     (RST_N),
        .STRB_DATA (STRB_DATA),
        .STRB_VALID(STRB_VALID),
        .STRB_CNTS(STRB_CNTS),
        .OUT_REG(OUT_REG)
    );    
    Driver u_driv(
        .CLK       (CLK),
        .RST_N     (RST_N),
        .DRIV      (DRIV),
        .DQ_IN     (DQ_IN),
        .DRIV_SHIFT(DRIV_SHIFT),
        .DRIV_FRONT(DRIV_FRONT),
        .DRIV_VALID(DRIV_VALID),
        .DQ_IN_DELAY(DQ_IN_DELAY)
    );
endmodule
module Dram(
    input  wire       CLK,
    input  wire       RST_N,
    input  wire       R,
    input  wire       W,
    input  wire [7:0] ADDR,
    input  wire [7:0] DQ_IN_DELAY,
    input  wire [7:0] MR_IN,
    input  wire       MRW,   
    input  wire       MRR,
    input  wire       DRIV_VALID,
    output reg        DQ_IE,
    output reg  [7:0] DQ_OUT,
    output reg  [7:0] MR_OUT,
    output reg        DQ_OE, 
    output wire       DQ_OUT_VALID
);
    reg [7:0] array [0:255];
    reg [7:0] mr0_rl;                        
    reg [7:0] mr1_wl;                        
    reg [7:0] pipe_out_data  [0:255];        
    reg       pipe_out_valid [0:255];        
    reg       pipe_in_valid  [0:255];        
    reg [7:0] pipe_in_addr   [0:255];        
    reg [7:0] pipe_dq_oe;              
    integer i;
    always @(posedge CLK or negedge RST_N) begin
        if (!RST_N) begin
            DQ_OUT <= 8'd0;
            DQ_OE  <= 1'b0;
            mr0_rl <= 8'd0;
            mr1_wl <= 8'd0;
            MR_OUT <= 8'b0;
            for (i = 0; i < 256; i = i + 1) begin
                pipe_out_data[i]  <= 8'd0;
                pipe_out_valid[i] <= 1'b0;
            end
            for (i = 0; i < 256; i = i + 1) begin
                pipe_in_addr[i]  <= 8'd0;
                pipe_in_valid[i] <= 1'b0;
            end
            pipe_dq_oe <= 8'd0;
        end else begin
            DQ_OE <= 1'b0;
            DQ_IE <= 1'b0;
            for (i=255; i>0; i=i-1) begin
                pipe_in_valid[i] <= pipe_in_valid[i-1];
                pipe_in_addr[i] <= pipe_in_addr[i-1];
            end
            pipe_in_valid[0] <= W;
            pipe_in_addr[0] <= ADDR;
            if (pipe_in_valid[mr1_wl - 1]) begin
                DQ_IE  <= 1'b1;
                if (DRIV_VALID) begin
                    array[pipe_in_addr[mr1_wl - 1]] <= DQ_IN_DELAY;
                end
            end
            for (i=255; i>0; i=i-1) begin
                pipe_out_data[i]  <= pipe_out_data[i - 1];
                pipe_out_valid[i] <= pipe_out_valid[i - 1];
            end
            pipe_out_valid[0] <= R;
            pipe_out_data[0]  <= array[ADDR];
            if (pipe_out_valid[mr0_rl - 1]) begin
                DQ_OUT <= pipe_out_data[mr0_rl - 1];
                DQ_OE  <= 1'b1;
            end
            if (MRW && ADDR == 8'd0) mr0_rl <= MR_IN;
            if (MRW && ADDR == 8'd1) mr1_wl <= MR_IN;
            if (MRR && ADDR == 8'd0) MR_OUT <= mr0_rl;
            if (MRR && ADDR == 8'd1) MR_OUT <= mr1_wl;
            pipe_dq_oe <= {pipe_dq_oe[6:0], DQ_OE};
            if (pipe_dq_oe == 8'b10000000) begin   
                DQ_OUT <= 8'd0;
            end
        end
    end
    assign  DQ_OUT_VALID = DQ_OE | (pipe_dq_oe > 8'd0);
endmodule
module Driver (
    input  wire       CLK,
    input  wire       RST_N,
    input  wire       DRIV,        
    input  wire       DRIV_SHIFT,      
    input  wire [4:0] DRIV_FRONT,   
    input  wire [7:0] DQ_IN,
    output reg        DRIV_VALID,
    output reg [7:0]  DQ_IN_DELAY
);
    reg       fut_driv   [0:31];
    reg [7:0] fut_dq_in  [0:31];
    reg [1:0] driv_counter;
    reg [2:0] dq_in_counter;
    integer i;
    always @(posedge CLK or negedge RST_N) begin
        if (!RST_N) begin
            DRIV_VALID <= 1'b0;
            for (i=0; i<32; i=i+1) begin
                fut_driv[i] <= 1'b0;
            end
            for (i=0; i<32; i=i+1) begin
                fut_dq_in[i] <= 8'd0;
            end
            driv_counter <= 2'b00;
            dq_in_counter <= 3'b000;
        end else begin
            if (driv_counter != 2'b00) begin
                driv_counter <= driv_counter - 1;
            end else begin
                DRIV_VALID <= 1'b0;
            end
            if (dq_in_counter != 3'b000) begin
                dq_in_counter <= dq_in_counter - 1;
            end else begin
                DQ_IN_DELAY <= 8'd0;
            end
            for (i=31; i>0; i=i-1) begin
                fut_driv[i] <= fut_driv[i-1];
            end
            fut_driv[0] <= 1'b0;
            for (i=31; i>0; i=i-1) begin
                fut_dq_in[i] <= fut_dq_in[i-1];
            end
            fut_dq_in[0] <= 8'd0;
            if (DRIV && DRIV_SHIFT) begin
                if (DRIV_FRONT == 5'd0) begin
                    DRIV_VALID <= DRIV;
                    DQ_IN_DELAY <= DQ_IN;
                end else begin
                    fut_driv[0] <= DRIV;
                    fut_dq_in[0] <= DQ_IN;
                end
            end
            else if (DRIV && !DRIV_SHIFT) begin
                DRIV_VALID <= DRIV;
                DQ_IN_DELAY <= DQ_IN;
                driv_counter <= 2'b11;
                dq_in_counter <= 3'b111;
            end
            if (DRIV_SHIFT && (DRIV_FRONT != 5'd0) && fut_driv[DRIV_FRONT - 1]) begin
                DRIV_VALID <= fut_driv[DRIV_FRONT - 1];
                DQ_IN_DELAY <= fut_dq_in[DRIV_FRONT - 1];
                driv_counter <= 2'b11;
                dq_in_counter <= 3'b111;
            end
        end
    end
endmodule
module Out_Register (
    input  wire       CLK,
    input  wire       RST_N,
    input reg  [7:0] STRB_DATA,
    input reg        STRB_VALID,
    output reg  [4:0] STRB_CNTS,
    output reg  [7:0] OUT_REG [0:31]
);
    integer i;
    always @(posedge CLK or negedge RST_N) begin
        if (!RST_N) begin
            STRB_CNTS <= 5'd0;
            for (i=0; i<32; i=i+1) begin
                OUT_REG[i] <= 8'd0;
            end
        end else begin
            if (STRB_VALID) begin
                STRB_CNTS <= STRB_CNTS + 5'd1;
                OUT_REG[STRB_CNTS] <= STRB_DATA;
            end
        end
    end
endmodule
module Sampler (
    input  wire       CLK,
    input  wire       RST_N,
    input  wire [7:0] DQ_OUT,
    input  wire       DQ_OUT_VALID,
    input  wire       STRB,        
    input  wire       STRB_SHIFT,      
    input  wire [4:0] STRB_BACK,   
    input  wire [4:0] STRB_FRONT,   
    output reg  [7:0] STRB_DATA,
    output reg        STRB_VALID  
);
    reg [7:0] hist_data [0:31];
    reg       hist_data_valid   [0:31];
    reg [4:0] now_ptr;
    wire [4:0] pre_ptr = now_ptr - STRB_BACK;
    reg       fut_oe   [0:31];
    integer i;
    always @(posedge CLK or negedge RST_N) begin
        if (!RST_N) begin
            now_ptr     <= 5'd0;
            STRB_DATA  <= 8'd0;
            STRB_VALID <= 1'b0;
            for (i=0; i<32; i=i+1) begin
                hist_data[i] <= 8'd0;
                hist_data_valid[i]   <= 1'b0;
            end
            for (i=0; i<32; i=i+1) begin
                fut_oe[i] <= 1'b0;
            end
        end else begin
            STRB_VALID <= 1'b0;
            hist_data[now_ptr] <= DQ_OUT;
            hist_data_valid[now_ptr]   <= DQ_OUT_VALID;
            now_ptr <= now_ptr + 5'd1;
            if (STRB && !STRB_SHIFT) begin
                if (STRB_BACK == 5'd0) begin    
                    STRB_DATA  <= DQ_OUT;
                    STRB_VALID <= DQ_OUT_VALID;
                end else begin
                    STRB_DATA  <= hist_data[pre_ptr];  
                    STRB_VALID <= hist_data_valid[pre_ptr];
                end
            end
            for (i=31; i>0; i=i-1) begin
                fut_oe[i] <= fut_oe[i-1];
            end
            fut_oe[0] <= 1'b0;
            if (STRB && STRB_SHIFT) begin
                if (STRB_FRONT == 5'd0) begin    
                    STRB_DATA  <= DQ_OUT;
                    STRB_VALID <= DQ_OUT_VALID;
                end else begin
                    fut_oe[0] <= STRB;  
                end
            end
            if (STRB_SHIFT && (STRB_FRONT != 5'd0) && fut_oe[STRB_FRONT - 1]) begin    
                STRB_DATA <= DQ_OUT;
                STRB_VALID <= DQ_OUT_VALID; 
            end
        end
    end
endmodule
$ cat ./run.sh
#!/bin/bash
# OpenROAD 26Q1-2900-gdf79404cd8, Yosys 0.63+post, stock flow scripts
make -C /OpenROAD-flow-scripts/flow DESIGN_CONFIG=/design/flow/config.mk WORK_HOME=/design/flow/orfs finish
$ cat ./config.mk
export PLATFORM = sky130hd
export DESIGN_NAME = Ate
export DESIGN_NICKNAME = Ate
export VERILOG_FILES = /design/flow/design.v
export SDC_FILE = /design/flow/constraint.sdc
export NUM_CORES = 4
export LEC_CHECK = 1
export CORE_UTILIZATION = 40
export SYNTH_HDL_FRONTEND = slang
==> impl_metrics.tcl <==
# metrics dict for downstream scripts
set metrics [dict create \
    path_clk_slew_ps 60 \
    synthFlopType "dfrtp_1" \
    worstSetupPathType "input port to asynchronous set/reset pin" \
    critPathLaunchType "input port" \
    crit_family "buffers and inverters" \
    clkSinkCount 7595 \
    critical_path.slowest_cell "buf_4" \
    cts_buffer_depth 4 \
    ant_nets 0 \
    cts-hold-fix-buffers 0 \
    drv_slew 0 \
    drcViolationCount 0 \
    warning_count 94 \
    cpMostUsedCell "buf_4" \
    grt_setup_unrepaired "no" \
    cts_tree "yes" \
    outcome "completed" \
    grt_pass1_vias 140000 \
    critPathCaptureType "asynchronous set/reset pin" \
    dr.pass1.iters 5 \
    cp-startpoint "RST_N" \
    syn_area_um2 269000 \
    crit_required_ps 33890 \
    synth_cells 12900 \
    ir_worst_vdd_mv 0.0619 \
    area_leaders "dfrtp_1 52%, edfxtp_1 23%, mux4_2 18%, mux2_2 2.3%, nand2_1 0.68%" \
    hold_path.class "flip-flop to flip-flop" \
    cap_violations 0 \
    finalWirelength_mm 555 \
    yosys_cells 12900 \
    rows 300 \
    root_buffer "clkbuf_16" \
    yosysMostFrequentCell "dfrtp_1" \
    fin_setup_tns_ps 0 \
    ios 347 \
    wire_per_inst_um 23.7 \
    vias 124000 \
    synthTopCellsByCount "5538 x dfrtp_1, 2151 x mux4_2, 2057 x edfxtp_1" \
    globalRouteTotalUtil_pct 18.1 \
    grt_pass1_wl_mm 876 \
    cts_buffers 744 \
    cp-endpoint "u_dram.pipe_in_addr[1851]" \
    ys_seq_share_pct 74.5 \
    fp_util_pct 40.2 \
    path_cells "buf_16 > buf_4 > buf_4 > buf_4 > buf_4 > buf_4 > buf_4 > buf_4 > buf_4" \
    cp.depth 9 \
    regArea_um2 200000 \
    core_area_um2 669000 \
    r2r_end "u_dram.array[50][6]" \
    timing.final.crit_period_ps 11090 \
    tightest_slew_ps 953 \
    area_delta_synth_final_pct 15.5 \
    post-cts-setup-buffers 0 \
    die_y_um 822 \
    crit_buf_inv 9 \
    dp.final_hpwl_mm 326 \
    drive_above_1_share_pct 31.9 \
    synth.distinct_cells 83 \
    yosysTopAreaCell "dfrtp_1" \
    critPathMaxStageDelay_ps 720 \
    numPortBuffers 346 \
    nFillCells 54100 \
    crit_path_max_fanout 98 \
    ys_async_sr_fraction_pct 72.9 \
    grt_max_degree 139 \
    htree_num_levels 6 \
    clk_latency_ps 1140 \
    synth_warnings 0 \
    setup_viol 0 \
    edf_count 2057 \
    period_used_pct 33.9 \
    top_cell_area_share_pct 51.5 \
    overflow 0 \
    gp_congestion 0.819 \
    logic_area_um2 65600 \
    chip_area_um2 676000 \
    hold_viol 0 \
    total_power_mw 20.3 \
    reg2reg_from "u_dram.mr1_wl[0]" \
    post_cts_resized 0 \
    synth_area_per_cell_um2 20.8 \
    r2r_cells 14 \
    slew_headroom_pct 35.9 \
    crit_arrival_ps 12290 \
    numSynthFlops 7595 \
    power.density_nw_per_um2 65.4 \
    reg2reg_slack_ps 24410 \
    drt_iter0_drc 7718 \
    ys_area_um2 269000 \
    via_per_inst 5.31 \
    fin_worst_skew_ps 85.3 \
    antenna_found_initial 12 \
    die_w_um 822 \
    fmax_mhz 90.2 \
    power_leakage_nw 129 \
]
-- layout by cell type, fill, tap and decap left out, drive strengths merged, types with 209 or more instances in the layout --
cell type	count
dfrtp	5538
mux4	2151
edfxtp	2057
clkbuf	1061
buf	660
mux2	558
nand2	487
clkdlybuf4s50	338
nand3	256
nor3	242
clkinv	209
-- worst min-delay path by stage --
stage	slack (ps)	cells past startpoint	start	to
6_report	320	0	u_dram.pipe_in_addr[277]	u_dram.pipe_in_addr[269]
5_1_grt	330	0	u_dram.pipe_in_addr[277]	u_dram.pipe_in_addr[269]
4_1_cts	320	0	u_dram.pipe_in_addr[705]	u_dram.pipe_in_addr[697]
-- per-stage QoR --
stage | setup WS (ps) | util (%) | hold WS, ps | cells | area, um^2
global placement | 20310 | 42.8 | 350 | 22000 | 286000
global route | 20660 | 46.5 | 334 | 23400 | 311000
finish | 21610 | 46.5 | 316 | 23400 | 311000
floorplan | 21990 | - | 349 | 12900 | 269000
CTS | 21420 | 46.5 | 319 | 23400 | 311000
detailed placement | 20180 | 42.8 | 354 | 22000 | 286000
-- power by group --
part | internal (mW) | switching, mW
registers | 10.0 | 0.105
logic | 0.499 | 1.12
clock network | 4.96 | 3.60
total | 15.5 | 4.82
-- logic make-up after synthesis --
| logic type | share of synthesized area, % |
|---|---|
| muxes | 20.7 |
| AOI/OAI and AO/OA | 1.04 |
| xor gates and xnor gates | 0.101 |
| and+or+nand+nor | 2.31 |
| adders and majority gates | 0.0958 |
| DFF | 74.5 |
| buffers and inverters | 1.28 |
-- state kept, by name (all words and copies together), names as in the netlist, 256 cells and up --
name	count
u_dram.array	2048
u_dram.pipe_in_addr	2048
u_dram.pipe_in_valid	256
u_dram.pipe_out_data	2048
u_dram.pipe_out_valid	256
u_driv.fut_dq_in	256
u_out_reg.OUT_REG	256
u_samp.hist_data	256
-- layer usage --
| layer | global-route usage, % | share of wire (%) |
|---|---|---|
| met4 | 3.71 | 2.4 |
| met2 | 26.1 | 47 |
| met3 | 9.29 | 11 |
| met5 | 0.113 | 0.024 |
| met1 | 26.9 | 39 |
-- area by class of cell --
type                            instances  area share [%]
Antenna cell                            7         0.00564
Clock buffer                         1060            6.92
Clock inverter                        303            1.07
Inverter                               26          0.0314
Multi-Input combinational cell       4520            21.1
Sequential cell                      7595            64.5
Tap cell                             8909            3.59
Timing Repair Buffer                  999            2.79
Power is estimated from default activity; no workload was simulated.
